==> design.v <==
module lfsr #(
parameter WIDTH = 5
)(    
input                 clk, 
input                 rst, 
input                 en_i,
input  [WIDTH -1 : 0] polynom_i,
input                 seed_we_i,
input  [WIDTH -1 : 0] seed_i,
input                 ro_i,
output [WIDTH -1 : 0] d_o
);
reg [WIDTH -1 : 0] lfsr_reg;
reg                feedback;
wire               lfsr_in;
integer i;
always @(*) begin
  feedback = lfsr_reg[0];
  for (i = 1; i < WIDTH; i = i + 1) begin
    if (polynom_i[WIDTH - 1 - i] == 1'b1) begin
      feedback = feedback ^ lfsr_reg[i];
    end
  end
end
always @(posedge clk ) begin
  if (rst) begin
    lfsr_reg <= 'b0;
  end else if (seed_we_i) begin
    lfsr_reg <= seed_i;
  end else if (en_i) begin 
    lfsr_reg <= {feedback, lfsr_reg[WIDTH - 1 : 1]};
  end
end
assign d_o = lfsr_reg;
endmodule      
==> run.sh <==
#!/bin/bash
# OpenROAD 26Q1-2900-gdf79404cd8, Yosys 0.63+post, stock flow scripts
make -C /OpenROAD-flow-scripts/flow DESIGN_CONFIG=/design/flow/config.mk WORK_HOME=/design/flow/orfs finish
==> config.mk <==
export PLATFORM = sky130hd
export DESIGN_NAME = lfsr
export DESIGN_NICKNAME = lfsr
export VERILOG_FILES = /design/flow/design.v
export SDC_FILE = /design/flow/constraint.sdc
export NUM_CORES = 4
export LEC_CHECK = 1
export CORE_AREA = 10 10 70 70
export DIE_AREA = 0 0 80 80
==> constraint.sdc <==
current_design lfsr

set clk_period 2.7
set clk_io_pct 0.2

create_clock -name clk0 -period $clk_period [get_ports {clk}]

set non_clock_inputs [all_inputs -no_clocks]
set_input_delay [expr $clk_period * $clk_io_pct] -clock clk0 $non_clock_inputs
set_output_delay [expr $clk_period * $clk_io_pct] -clock clk0 [all_outputs]
==> ci_impl_report.md <==
### Flow metrics

| Metric | Value |
|---|---|
| Delay of the slowest critical-path stage | `0.49 ns` |
| Drc violations | `0` |
| Slowest-stage cell, CP | `clkdlybuf4s50_1` |
| Fp util | `8.64%` |
| Clk_skew | `0.000723 ns` |
| Die height | `80 microns` |
| Yosys cell count | `36` |
| Final Setup Violations | `0` |
| Insertion Delay late pin | `0.24 ns` |
| CTS resizes | `0` |
| Min-Delay Endpoint | `lfsr_reg[0]` |
| Area reported by Yosys stat | `295 sq um` |
| Hold Path Depth | `4` |
| Max Cap Viol | `0` |
| Cells after Synth | `36` |
| CP arrival | `1.11 ns` |
| Critical path, cell by cell | `clkdlybuf4s50_1` |
| Area after DPL | `510 sq um` |
| CTS tree | `built` |
| Mapped cell area | `295 sq um` |
| Unrepaired setup endpoints after global routing | `no` |
| Fin. Hold Viols | `0` |
| Data required, critical path | `2.16 ns` |
| Vias after detailed routing | `312` |
| # IOs | `20` |
| Tool warnings | `27` |
| Min-delay src | `lfsr_reg[0]` |
| Post-CTS setup repair buffer count | `0` |
| Status | `finished, final reports clean` |
| Global-route wire length before repair | `1550 microns` |
| Area leader share | `33.9%` |
| R2R cell count | `4` |
| Total Wirelength | `999 microns` |
| Antenna violations before repair | `0` |
| Setup_tns | `0 ns` |
| Seq share, synth | `33.9%` |
| CTS root buf | `clkbuf_4` |
| Die W | `80 microns` |
| Pre-antenna DRT Iters | `4` |
| Site Rows | `21` |
| DIE AREA | `6400 sq um` |
| Cycle use final | `61.2%` |
| CP bufs+invs | `1` |
| Share of cells above drive strength 1 | `5.45%` |
| Area of the core | `3420 sq um` |
| H-tree levels | `1` |
| Global placement routability congestion | `0.697` |
| Post-synth top cells | `nor2_1 (9), a21oi_1 (5), dfxtp_1 (5)` |
| CTS Buf Count | `3` |
| Clock transition at path regs | `0.05 ns` |
| Final core occ | `15.7%` |
| CP endpoint kind | `output pin` |
| CP top delay family | `buffers and inverters` |
| Vias per inst | `3.09` |
| Largest net degree at the start of global routing | `12` |
| Synth-to-layout area growth | `81.8%` |
| Worst R2R Start | `lfsr_reg[3]` |
| WL/cell | `9.89 microns` |
| Area leader, netlist | `dfxtp_1` |
| Max-slew violations | `0` |
| Startpoint Class | `flip-flop` |
| Flops & latches, synth | `5` |
| Max VDD drop | `0.0576 mV` |
| Ys flop type | `dfxtp_1` |
| Clk sinks | `5` |
| Tot GR Track Use | `3.10%` |
| CTS max path bufs | `2` |
| Largest register FFs | `5` |
| # diodes | `0` |
| Hold-fix buffer count after cts | `0` |
| Count leader, synth | `nor2_1` |
| Port bufs | `17` |
| Tightest Pin Transition | `0.368 ns` |
| Slew margin rel. | `75.4%` |
| R2R Setup Slk | `1.54 ns` |
| Max FO, Critical Path | `4` |
| LEAKAGE | `0.202 nW` |
| Reg2reg end | `lfsr_reg[4]` |
| Tmin final | `1.65 ns` |
| EDFF count, synth | `0` |
| Vias in the first global route | `337` |
| Grt ovf | `0` |
| Top cells by area, synth | `dfxtp_1 (34%), mux2i_1 (14%), nor2_1 (11%)` |
| Finished Cell Area | `537 sq um` |
| Avg Cell Area, Syn | `8.20 sq um` |
| Initial DRC Count | `23` |
| Worst hold path class | `flip-flop to flip-flop` |
| PwrDens | `411 nW/um^2` |
| Yosys warning tally | `1` |
| Share of synthesized registers carrying an async set or reset | `0%` |
| Yosys cell types | `13` |
| Max Freq | `605 MHz` |
| Crit Path Category | `flip-flop to output pin` |
| Final antenna-violating net count | `0` |
## area by class of cell
type | instances | area, sq um
Timing Repair Buffer | 17 | 170
Multi-Input combinational cell | 29 | 183
Fill cell | 399 | 2880
Clock buffer | 4 | 26.3
Tap cell | 46 | 57.6
Sequential cell | 5 | 100
## power by group
part / switching [mW] / internal [mW]
logic: 0.0154 / 0.0336
clock network: 0.0326 / 0.0560
registers: 0.00438 / 0.0789
## per-layer routing
layer  wire length [microns]  track usage (%)  up-vias
met2                     406             4.01       10
met4                       0            0.704        0
met3                     148             2.95        0
li1                        -                -      163
met5                       0                0        -
met1                     445             3.59      139
## worst max path at each step
| stage | startpoint | to | slack (ns) | cells past startpoint |
|---|---|---|---|---|
| CTS | lfsr_reg[3] | d_o[3] | 1.02 | 1 |
| finish | lfsr_reg[3] | d_o[3] | 1.05 | 1 |
| global route | lfsr_reg[0] | d_o[0] | 0.96 | 1 |
## cell usage in the layout, fill, tap and decap left out
master / instances
nand4bb_1: 1
clkbuf_1: 1
dfxtp_1: 5
xnor3_1: 1
and2_1: 1
clkdlybuf4s50_1: 17
mux2i_1: 4
nand2_1: 4
clkbuf_4: 3
nor2_1: 9
nor3b_1: 2
o221ai_1: 1
o21ai_0: 1
a21oi_1: 5
## cell families (layout without fill, tap and decap cells)
group           count (synthesis)  after routing  share of synthesized area, %
flops                           5              5                          33.9
simple gates                   17             17                          27.5
compound gates                  7              7                          13.1
buf+inv                         2             21                          4.24
xor+xnor                        1              1                          7.63
mux                             4              4                          13.6
## per-stage QoR
| stage | total power, mW | worst slack (ns) | cells | hold slack, ns |
|---|---|---|---|---|
| 4_1_cts | 0.227 | 1.02 | 101 | 0.671 |
| 3_3_place_gp | 0.133 | 0.928 | 97 | 0.658 |
| 3_5_place_dp | 0.134 | 0.907 | 97 | 0.649 |
| 5_1_grt | 0.236 | 0.963 | 101 | 0.753 |
| 6_report | 0.221 | 1.05 | 101 | 0.662 |
| 2_1_floorplan | 0.104 | 1.41 | 36 | 0.588 |
No activity file was given, so power comes from the tool's default toggle rates.

==> design.v <==
module register #(
parameter WIDTH = 4
)(
input  logic                 clk, 
input  logic                 rst, 
input  logic                 we_i,
input  logic [WIDTH - 1 : 0] d_i,
output logic [WIDTH - 1 : 0] d_o);
always_ff @(posedge clk) begin
  if (rst)
    d_o <= 'b0;
  else 
    if (we_i)
      d_o <= d_i;
end
endmodule
module byte_write_register #(
parameter WIDTH      = 32,
parameter BYTE_WIDTH = 8,
parameter WE_WIDTH   = (WIDTH - 1)/BYTE_WIDTH + 1
)(
input  logic                    clk, 
input  logic                    rst, 
input  logic [WE_WIDTH - 1 : 0] we_i,
input  logic    [WIDTH - 1 : 0] d_i,
output logic    [WIDTH - 1 : 0] d_o);
always_ff @(posedge clk) begin
  if (rst)
    d_o <= 'b0;
  else
    for (integer i = 0; i < WE_WIDTH; i = i + 1) begin 
      if (we_i[i])
	    d_o[(BYTE_WIDTH * i) +: BYTE_WIDTH] <= d_i[(BYTE_WIDTH * i) +: BYTE_WIDTH];	
	end
end 
endmodule
==> run.sh <==
#!/bin/bash
# OpenROAD 26Q1-2900-gdf79404cd8, Yosys 0.63+post, stock flow scripts
make -C /OpenROAD-flow-scripts/flow DESIGN_CONFIG=/design/flow/config.mk WORK_HOME=/design/flow/orfs finish
==> config.mk <==
export PLATFORM = sky130hd
export DESIGN_NAME = byte_write_register
export DESIGN_NICKNAME = byte_write_register
export VERILOG_FILES = /design/flow/design.v
export SDC_FILE = /design/flow/constraint.sdc
export NUM_CORES = 4
export LEC_CHECK = 1
export CORE_UTILIZATION = 30
==> constraint.sdc <==
current_design byte_write_register

set clk_period 1.0
set clk_io_pct 0.2

create_clock -name clk0 -period $clk_period [get_ports {clk}]

set non_clock_inputs [all_inputs -no_clocks]
set_input_delay [expr $clk_period * $clk_io_pct] -clock clk0 $non_clock_inputs
set_output_delay [expr $clk_period * $clk_io_pct] -clock clk0 [all_outputs]
==> flow_summary.yaml <==
# implementation run metrics
clock_network:
  tritoncts: "yes"
  cts-buffers-inserted: 5
  clk_latency_ps: 270
  cts-root-to-sink-buffers: 2
  cts.root.buffer_cell: "sky130_fd_sc_hd__clkbuf_8"
  clock_sink_count: 32
  clk_pin_slew_ps: 60
  cts_h_tree_depth: 2
synthesis:
  synth_area_sq_mm: 0.00114
  synth_cell_types: 5
  synth-warning-count: 1
  avgSynthCellArea_sq_um: 11.1
  top_area_cell: "sky130_fd_sc_hd__dfxtp_1"
  ys_cells: 103
  synth-edff-count: 0
  post_synth_top_cells: "32 x sky130_fd_sc_hd__dfxtp_1, 32 x sky130_fd_sc_hd__mux2i_1, 32 x sky130_fd_sc_hd__nor2_1, 4 x sky130_fd_sc_hd__buf_6, 3 x sky130_fd_sc_hd__buf_2"
  synthArstFlopShare_pct: 0
  synth.yosys.seq_area_share_pct: 56.1
  yosys.stat.chipArea_sq_mm: 0.00114
  top_cells_by_area: "sky130_fd_sc_hd__dfxtp_1 56%, sky130_fd_sc_hd__mux2i_1 28%, sky130_fd_sc_hd__nor2_1 11%"
  flop_cell: "sky130_fd_sc_hd__dfxtp_1"
  yosys_register_bits: 32
  dominant_cell_area_share_pct: 56.1
  synth_cells: 103
timing:
  timing.final.setup_violations: 0
  post_route_hold_slack_ps: 480
  maxSlewHeadroom_pct: 90.7
  maximum_clock_skew_at_final_layout_ps: 0
  final.min_clock_period_ps: 960
  post-route-period-util_pct: 96.0
  worst-slew-pin-transition_ps: 136
  final_max_slew_viol_count: 0
  achievable-frequency_mhz: 1040
  finalSetupTns_ps: 0
  report.final.hold_viol_count: 0
run:
  max-cap-violations: 0
  warnings: 25
global_route:
  initial_antenna_violation_count: 0
  first_global_vias: 956
  overflow: 0
  largest_net_degree_at_the_start_of_global_routing: 16
  groute.usage.overall_pct: 13.3
  grt_pass1_wl_um: 4200
routing:
  detail_route.antenna_diodes: 0
  wl_um: 2540
  route.detailed.vias_per_inst: 4.12
  detail-route-antenna-nets: 0
  drt_pass1_iterations: 2
  post_drt_wl_per_cell_um: 10.9
  starting_drt_drc_count: 24
  drc: 0
  routed-via-count: 955
worst_setup_path:
  worstSetupPathType: "reg -> out"
  path_buffers: 1
  arrival_time_at_the_worst_endpoint_ps: 760
  timing.critical_path.fanout_max: 2
  critical-path-slowest-cell: "sky130_fd_sc_hd__dfxtp_2"
  crit_family: "flip-flops"
  setup.worst_path.end_class: "output pin"
  worst_path_largest_cell_delay_ps: 330
  required_ps: 800
  worstSetupStartpointType: "flip-flop"
  timing.critical_path.cells: "clkdlybuf4s15_1"
place:
  gpl.final_weighted_congestion: 0.701
  dp.final_hpwl_um: 1850
  port_buffers: 69
power:
  cellLeakagePower_nw: 0.926
  power.ir.vdd_worst_mv: 1.08
  power.density_mw_per_mm2: 1400
floorplanning:
  io_pins: 70
  floorplan.initialDensity_pct: 31.2
  die_height_um: 63.7
  dieArea_sq_mm: 0.00405
  core-area_sq_mm: 0.00366
  floorplan.rows: 22
  die-width_um: 63.7
run_status:
  status: "completed"
cells_and_area:
  layout.area.seq_sq_um: 681
  nFillCells: 307
  number_of_flip_flops_in_the_largest_register: 32
  drive_above_1_share_pct: 35.3
  reg_top3: "d_o x32"
  logic_area_sq_um: 440
  area_delta_synth_final_pct: 75.4
  register_containing_the_most_flip_flops_in_the_final_layout: "d_o"
worst_hold_path:
  holdCritPathClass: "reg -> reg"
metrics by stage:
stage	setup slack (ps)	utilization, %	instance area [sq um]	cells	power [mW]
after floorplan	349	-	1140	103	1.55
after global placement	-205	52.7	1930	221	1.89
after detailed placement	-215	52.7	1930	221	1.89
after CTS	8.35	56.5	2070	230	2.88
after global routing	-0.999	54.7	2000	232	2.98
final	40.4	54.7	2000	232	2.81
tightest hold or removal path: cells and delay by family (launching register included):
kind,cells,cell delay (ps)
flip-flops,1,320
multiplexers,1,50
AND/OR/NAND/NOR,1,70
area by class of cell:
type                    instances  share of cell area, %
clock buffers                   8                   4.50
well taps                      48                   3.00
flip-flops and latches         32                   34.0
repair buffers                 80                   36.5
multi-input cells              64                   22.0
routing by layer:
metal	share of wire, %	vias up	track usage [%]
li1	-	499	-
met3	6.7	0	4.23
met1	47	419	19.0
met5	0	-	0
met2	46	37	21.1
met4	0	0	1.14
where the power goes:
group	total (mW)	leakage, nW	switching (mW)	internal (mW)
clock network	0.974	0.0455	0.414	0.560
registers	1.40	0.275	0.0361	1.37
logic	0.433	0.605	0.125	0.308
total	2.81	0.926	0.575	2.23
kinds of logic (layout without fill, tap and decap cells):
group,Yosys count,in the layout,share of synthesized area [%]
buf+inv,7,88,5.26
flops,32,32,56.1
simple gates,32,32,10.5
mux,32,32,28.1
final timing paths:
| check | to | startpoint | slack, ps | cells after the start |
|---|---|---|---|---|
| setup reg to reg | d_o[15]$_SDFFE_PP0P_ | d_o[15]$_SDFFE_PP0P_ | 280 | 3 |
| hold / removal | d_o[7]$_SDFFE_PP0P_ | d_o[7]$_SDFFE_PP0P_ | 480 | 2 |
| setup / recovery | d_o[0] | d_o[0]$_SDFFE_PP0P_ | 40 | 1 |
| hold reg to reg | d_o[7]$_SDFFE_PP0P_ | d_o[7]$_SDFFE_PP0P_ | 480 | 2 |
timing repair:
action                                  in CTS  in global routing
endpoints found under the hold margin        0                  0
hold buffers                                 0                  0
setup buffers                                1                  2
endpoints found under the setup margin      32                 17
gates resized                               96                 16
cells in the final DEF (no fill, tap or decap), drive strengths merged:
| cell type | n |
|---|---|
| clkdlybuf4s50 | 37 |
| mux2i | 32 |
| nor2 | 32 |
| dfxtp | 32 |
| clkbuf | 24 |
| clkdlybuf4s15 | 16 |
| buf | 11 |
No activity file was given, so power comes from the tool's default toggle rates.

<file path="/design/flow/design.v">
module axi4_lite_slave_ctrl #(
parameter                      addr_width  = 12
 )(
input                          s_axi_aclk,
input                          s_axi_aresetn,
input   [addr_width -1 : 0]    s_axi_awaddr,
input   [2 : 0]                s_axi_awprot,
input                          s_axi_awvalid,
output                         s_axi_awready,
input   [31 : 0]               s_axi_wdata,
input   [3 : 0]                s_axi_wstrb,
input                          s_axi_wvalid,
output                         s_axi_wready,
output  [1 : 0]                s_axi_bresp,
output                         s_axi_bvalid,
input                          s_axi_bready,
input   [addr_width -1 : 0]    s_axi_araddr,
input   [2 : 0]                s_axi_arprot,
input                          s_axi_arvalid,
output                         s_axi_arready,
output  [31 : 0]               s_axi_rdata,
output  [1 : 0]                s_axi_rresp,
output                         s_axi_rvalid,
input                          s_axi_rready,
output                         bram_clk_a,
output                         bram_rst_a,
output                         bram_en_a,
output  [3 : 0]                bram_we_a,
output  [addr_width -1 : 0]    bram_addr_a,
output  [31 : 0]               bram_wrdata_a, 
input   [31 : 0]               bram_rddata_a 
);
reg                 awaddr_handshake;
reg                 wdata_handshake;
wire                araddr_handshake;
reg                 axi_awready;
reg                 axi_wready;
reg                 axi_bvalid;
reg                 axi_arready;
reg                 axi_rvalid;
assign bram_clk_a           = s_axi_aclk;
assign bram_rst_a           = ~s_axi_aresetn; 
assign bram_en_a            = (s_axi_arvalid & ~axi_arready) | ((s_axi_wvalid & ~axi_wready) & (~axi_awready & s_axi_awvalid));
assign bram_we_a            = s_axi_wstrb;
assign bram_addr_a          = (s_axi_arvalid) ? s_axi_araddr : s_axi_awaddr;
assign bram_wrdata_a        = s_axi_wdata;
assign s_axi_rdata          = bram_rddata_a;  
assign s_axi_bresp = 'h0;
assign s_axi_rresp = 'h0;
initial axi_wready = 0;
always @(posedge s_axi_aclk  ) begin
    if (~s_axi_aresetn | s_axi_wready) begin
        axi_wready <= 0;
    end else if (~s_axi_wready & s_axi_wvalid & s_axi_awvalid  ) begin
        axi_wready <= 1;
    end
end
assign s_axi_wready = axi_wready;
initial axi_awready = 0;
always @(posedge s_axi_aclk  ) begin
    if (~s_axi_aresetn | s_axi_awready) begin 
        axi_awready <= 0;
    end else if (~s_axi_awready & s_axi_awvalid & s_axi_wvalid  ) begin 
        axi_awready <= 1;
    end
end
assign s_axi_awready = axi_awready;
always @(posedge s_axi_aclk ) begin
    if (~s_axi_aresetn | (awaddr_handshake & wdata_handshake)) begin   
        awaddr_handshake <= 0;
        wdata_handshake <= 0;
    end else begin 
        if (s_axi_awvalid & s_axi_awready) begin 
            awaddr_handshake <= 1;
        end
        if (s_axi_wvalid & s_axi_wready) begin 
            wdata_handshake <= 1;
        end
    end
end
initial axi_bvalid = 0;
always @(posedge s_axi_aclk  ) begin
    if (~s_axi_aresetn | (s_axi_bvalid & s_axi_bready & awaddr_handshake & wdata_handshake)) begin 
        axi_bvalid <= 0;
    end else if (s_axi_awready & s_axi_wready) begin 
        axi_bvalid <= 1;
    end
end
assign s_axi_bvalid = axi_bvalid;
wire axi_aresetn;
reg axi_aresetn_d = 1'b0;
always @(posedge s_axi_aclk) begin
    axi_aresetn_d <= s_axi_aresetn;
end
assign axi_aresetn = (s_axi_aresetn & ~axi_aresetn_d) ? 1'b1 : 1'b0;
initial axi_arready = 0;
always @(posedge s_axi_aclk ) begin
    if (~s_axi_aresetn | (s_axi_arvalid & axi_arready)) begin 
        axi_arready <= 0;
    end else if (s_axi_rready | axi_aresetn) begin 
        axi_arready <= 1;
    end else begin  
        axi_arready <= axi_arready;
    end
end
assign araddr_handshake = (s_axi_arvalid & s_axi_arready);
assign s_axi_arready    = axi_arready;
initial axi_rvalid = 0;
always @(posedge s_axi_aclk ) begin
    if (~s_axi_aresetn) begin 
        axi_rvalid <= 0;
    end else if (araddr_handshake) begin 
        axi_rvalid <= 1;
    end else if (s_axi_rready) begin
        axi_rvalid <= 0;
    end
end
assign s_axi_rvalid = axi_rvalid;
endmodule
</file>
<file path="/design/flow/run.sh">
#!/bin/bash
# OpenROAD 26Q1-2900-gdf79404cd8, Yosys 0.63+post, stock flow scripts
make -C /OpenROAD-flow-scripts/flow DESIGN_CONFIG=/design/flow/config.mk WORK_HOME=/design/flow/orfs finish
</file>
<file path="/design/flow/config.mk">
export PLATFORM = sky130hd
export DESIGN_NAME = axi4_lite_slave_ctrl
export DESIGN_NICKNAME = axi4_lite_slave_ctrl
export VERILOG_FILES = /design/flow/design.v
export SDC_FILE = /design/flow/constraint.sdc
export NUM_CORES = 4
export LEC_CHECK = 1
export CORE_AREA = 10 10 84 84
export DIE_AREA = 0 0 94 94
</file>
<file path="/design/flow/constraint.sdc">
current_design axi4_lite_slave_ctrl

set clk_period 1.2
set clk_io_pct 0.2

create_clock -name clk0 -period $clk_period [get_ports {s_axi_aclk}]

set non_clock_inputs [all_inputs -no_clocks]
set_input_delay [expr $clk_period * $clk_io_pct] -clock clk0 $non_clock_inputs
set_output_delay [expr $clk_period * $clk_io_pct] -clock clk0 [all_outputs]
</file>
==> results.txt <==
The flow run is done. Number of placed cells counting well taps landed at 175. After synthesis, the most frequently instantiated cells are sky130_fd_sc_hd__buf_4, sky130_fd_sc_hd__dfxtp_1, sky130_fd_sc_hd__mux2_4. For the final database, setup skew stands at 0.000426 ns. Weighted congestion reported at the end of routability-driven placement landed at 0.750.

Number of inserted filler cells in the final layout landed at 575. The checks that failed: negative setup slack. Per-instance average area after synthesis landed at 8.78 µm². The critical path endpoint has a required time of 0.96 ns. Per the run summary, max-cap violations total 0. Clock insertion delay at the later pin of the skew report landed at 0.33 ns. TritonCTS built the clock tree. In this run the VDD rail shows a maximum IR drop of 0.665 mV.

The floorplan has 26 rows. Setup slack on the worst reg-to-reg path comes out at 0.28 ns. Total power for the finished layout comes to 1180 µW.

In the hold report, the worst path ends at axi_aresetn_d. The floorplan step defined a die boundary enclosing 0.00884 mm². The worst setup path is captured at an output port. For reference, the most critical setup path is categorized as register to output port.

Total global-route track usage over all layers is 6.12%. Per the detail_route report, inserted antenna diodes total 0. Length of the first detailed-routing pass in iterations landed at 2. For this run, the leading register cell type out of synthesis is sky130_fd_sc_hd__dfxtp_1. The final timing report lists a max-slew violation count of 0.

STA lists the startpoint of the worst hold path as s_axi_aresetn. Total vias in the final route landed at 720. The number of antenna violations at the first check in global routing was 0. Final hold violation count landed at 0. The final report gives the core utilization as 24.9%. Detailed-route DRC error count landed at 0. Per the Yosys statistics, synthesis produced 117 cells. The path class of the tightest hold or removal check is primary input to register. The die is 94 µm tall. By area the synthesized netlist is led by sky130_fd_sc_hd__buf_4, sky130_fd_sc_hd__dfxtp_1, sky130_fd_sc_hd__mux2_4. The synthesized design devotes to its leading area cell type 53.3% of total area.

In the CTS report, the clock slew at the register clock pins of the worst setup and hold paths is listed as 0.04 ns. Core outline area landed at 0.00520 mm². Leaving out filler cells and counting taps, the final layout contains 192.

Using the TritonRoute via totals, the vias-per-cell ratio works out to 3.75. In the placement report, post-DP HPWL is listed as 2280 µm. The worst hold path was traced through 2 stages.

The multi-input combinational cells in the finished layout cover a total of 329 µm². Number of instances in the synthesized netlist landed at 117. The worst register-to-register path has a depth of 3. The flow ran to the end, but the final reports show violations. Residual antenna-violating net count after detailed routing landed at 0. The endpoint identified for the worst register-to-register timing path is axi_arready. First-pass GRT wire length landed at 4260 µm. Port buffer count landed at 50.

In the finished design, the share of the clock period the worst path needs comes to 112%. Entering global routing, the biggest net connects 8 pins. Fraction of registers with async set or reset after synthesis landed at 0%.

Flip-flop and latch count after synthesis landed at 8. X dimension of the die landed at 94 µm. Total congestion overflow landed at 0. Top fanout value on the critical path landed at 2.

Per the layout area report, the register area comes to 168 µm². After routing the design area is 0.00129 mm². The flow reported a cell area power density of 909 mW/mm². Looking at area per cell type in the netlist, the leader is sky130_fd_sc_hd__buf_4. Top-level I/O count landed at 197. Setup repair after global routing could not meet its margin everywhere. Number of distinct library cells after synthesis landed at 18.

The post-route netlist has 50.0% of its cells at a drive strength greater than 1. Chip area line of the yosys report landed at 0.00103 mm². sky130_fd_sc_hd__buf_4 is the most common cell in the netlist. Initial cell density of the core landed at 19.7%. Summed over all failing endpoints, the final setup total negative slack is -0.183 ns. Post-route worst setup slack landed at -0.141 ns. After synthesis, flip-flops and latches occupy 15.6% of the total area.

For the worst reg-to-reg path, the startpoint reported by OpenROAD is axi_arready. Clock period minus worst slack landed at 1.34 ns. From the final report, the count of setup violators was given as 5. The number of warnings reported in the stage logs is 34. In the final routed layout, each cell accounts on average for 14.7 µm.

Routed wire length landed at 2820 µm. Walking the worst path, the cells encountered are buf_6, o32ai_4, buf_2. Worst endpoint data arrival time landed at 1.10 ns. Fmax landed at 0.746 GHz. DRC violation total after the first TritonRoute iteration landed at 24. In this run the layout overhead on the synthesized area is reported as 26.1%. Delay of the slowest critical-path stage landed at 0.32 ns.

Per the OpenROAD power report, leakage power amounts to 0.000652 µW. The post-synth count of flops with an enable pin is 0. The number of global-route vias before repair came to 850. Summing all placed instances gives a cell area of 0.00112 mm². The worst setup path is launched from a register. The timing report shows that the slowest cell on the worst path is sky130_fd_sc_hd__dfxtp_2. For this run, the number of Yosys warnings is 1.

Cell area after technology mapping landed at 0.00103 mm².
registers in the layout, indices dropped and copies added (netlist names):
signal            flops
awaddr_handshake      1
axi_aresetn_d         1
axi_arready           1
axi_awready           1
axi_bvalid            1
axi_rvalid            1
axi_wready            1
wdata_handshake       1
layer usage:
metal / part of all wire, % / global-route usage, % / wire length, µm
met4: 7.0 / 5.32 / 197
met2: 41 / 8.24 / 1170
met3: 17 / 5.65 / 480
met5: 0 / 0 / 0
met1: 35 / 5.43 / 976
cell usage in the layout (no fill, tap or decap), drive strengths merged, types with 2 or more instances in the layout:
| cell | count |
|---|---|
| nand2b | 3 |
| dlygate4sd2 | 30 |
| buf | 36 |
| nand3b | 2 |
| dfxtp | 8 |
| clkbuf | 7 |
| conb | 4 |
| inv | 2 |
| mux2 | 12 |
| a21oi | 4 |
| nor2 | 3 |
| nand2 | 2 |
| clkdlybuf4s50 | 2 |
cells by family (layout without fill, tap and decap cells):
| family | count (synthesis) | after routing | synth area share [%] |
|---|---|---|---|
| buf+inv | 77 | 79 | 57.1 |
| simple gates | 13 | 13 | 6.94 |
| mux | 12 | 12 | 15.7 |
| flops | 8 | 8 | 15.6 |
| compound gates | 6 | 6 | 4.26 |
| other cells | 1 | 4 | 0.365 |
what timing repair did:
| item | 4_1_cts | 5_1_grt |
|---|---|---|
| buffers inserted | 11 | 1 |
| pin swaps | 1 | 0 |
| cloned | 0 | 0 |
| hold buffers | 0 | 0 |
| gates resized | 108 | 5 |
| setup endpoints to repair | 20 | 13 |
worst max-delay path: cells and delay by family, from the launching register on:
kind            cells  cell delay, ns
flops               1            0.32
buf+inv             2            0.25
compound gates      1            0.20
how the worst max path moves through the flow:
stage / endpoint / depth (start not counted) / startpoint
finish: bram_en_a / 3 / axi_wready
global route: bram_en_a / 3 / axi_wready
CTS: bram_en_a / 3 / axi_wready
per-stage QoR:
stage	setup slack [ns]	hold slack, ns
after floorplan	0.200	0.268
after global placement	-0.691	0.417
after detailed placement	-0.700	0.423
after CTS	-0.128	0.256
after global routing	-0.183	0.265
final	-0.141	0.263
final cells by class:
cell class / count / share of cell area (%)
clock buffer: 7 / 6.76
inverter: 2 / 0.580
multi-input combinational: 35 / 25.4
sequential: 8 / 12.9
tap: 70 / 6.76
timing repair buffer: 70 / 47.5
power breakdown:
part / leakage, µW / total (µW) / internal (µW) / switching, µW
clock network: 0.0000471 / 593 / 449 / 144
registers: 0.0000675 / 288 / 280 / 7.85
logic: 0.000537 / 296 / 215 / 81.3
total: 0.000652 / 1180 / 944 / 233
Power and IR drop assume default switching activity.
